$ cat flow/config.mk
export PLATFORM = sky130hd
export DESIGN_NAME = maj
export DESIGN_NICKNAME = maj
export VERILOG_FILES = /design/flow/design.v
export SDC_FILE = /design/flow/constraint.sdc
export NUM_CORES = 4
export LEC_CHECK = 1
export CORE_AREA = 10 10 70 70
export DIE_AREA = 0 0 80 80
$ cat flow/design.v
`timescale 1ns/1ps
module e0 (x, y);
	input [31:0] x;
	output [31:0] y;
	assign y = {x[1:0],x[31:2]} ^ {x[12:0],x[31:13]} ^ {x[21:0],x[31:22]};
endmodule
module e1 (x, y);
	input [31:0] x;
	output [31:0] y;
	assign y = {x[5:0],x[31:6]} ^ {x[10:0],x[31:11]} ^ {x[24:0],x[31:25]};
endmodule
module ch (x, y, z, o);
	input [31:0] x, y, z;
	output [31:0] o;
	assign o = z ^ (x & (y ^ z));
endmodule
module maj (x, y, z, o);
	input [31:0] x, y, z;
	output [31:0] o;
	assign o = (x & y) | (z & (x | y));
endmodule
module s0 (x, y);
	input [31:0] x;
	output [31:0] y;
	assign y[31:29] = x[6:4] ^ x[17:15];
	assign y[28:0] = {x[3:0], x[31:7]} ^ {x[14:0],x[31:18]} ^ x[31:3];
endmodule
module s1 (x, y);
	input [31:0] x;
	output [31:0] y;
	assign y[31:22] = x[16:7] ^ x[18:9];
	assign y[21:0] = {x[6:0],x[31:17]} ^ {x[8:0],x[31:19]} ^ x[31:10];
endmodule
$ cat flow/run.sh
#!/bin/bash
# OpenROAD 26Q1-2900-gdf79404cd8, Yosys 0.63+post, stock flow scripts
make -C /OpenROAD-flow-scripts/flow DESIGN_CONFIG=/design/flow/config.mk WORK_HOME=/design/flow/orfs finish
$ cat flow/constraint.sdc
current_design maj

set clk_period 1.1
set clk_io_pct 0.2

create_clock -name clk0 -period $clk_period

set non_clock_inputs [all_inputs -no_clocks]
set_input_delay [expr $clk_period * $clk_io_pct] -clock clk0 $non_clock_inputs
set_output_delay [expr $clk_period * $clk_io_pct] -clock clk0 [all_outputs]
==> flow_summary.json <==
{
  "dp_slack_ps": -500,
  "yosysChipArea_um2": 360,
  "drv_slew": 0,
  "ys_seq_share": 0,
  "finalNonFillerCells": 206,
  "vdd_drop_max_mv": 0.0967,
  "yosys_warnings": 0,
  "grt-ovfl-total": 0,
  "num_vias": 769,
  "io_buffers": 128,
  "initial_utilization": 0.105,
  "synth-xor-area-share": 0,
  "fmax_mhz": 924,
  "rows": 21,
  "die_area_mm2": 0.00640,
  "dp_cells": 206,
  "power.leakage_nw": 0.701,
  "grt_pass1_vias": 891,
  "nFillCells": 371,
  "cp.arrival_ps": 860,
  "fin_ws_ps": 17.4,
  "cts_setup_buffers": 0,
  "drc_errors": 0,
  "top_layer": "met3",
  "wl_met2_mm": 1.68,
  "synth_cell_types": 1,
  "simple_gate_share": 0,
  "run_status": "finished clean",
  "synthAdderAreaFrac": 1.00,
  "setup_viol": 0,
  "ys_top_logic_family": "adder cells",
  "die_h_um": 80,
  "grt_usage": 0.0905,
  "crit_path_end_kind": "output pin",
  "io-pin-count": 128,
  "min_period_ps": 1080,
  "required_ps": 880,
  "fin_total_pwr_mw": 0.422,
  "tightestPinTransition_ps": 72.3,
  "routabilityCongestion": 0.818,
  "min-delay-start": "x[30]",
  "tool_warnings": 32,
  "syn2layout_area_growth_pct": 309,
  "min_path_type": "input port to output pin",
  "drive_above_1_share": 0.400,
  "n_clock_buffer": 0,
  "drtPass1Iterations": 2,
  "routed_wl_mm": 3.14,
  "wl_met3_um": 370,
  "initialDrtViolationCount": 1,
  "grt_max_degree": 2,
  "hold-path-cell-count": 3,
  "start_kind": "input port",
  "worstSetupPathType": "input port to output pin",
  "dp_hpwl_mm": 3.09,
  "drv_cap": 0,
  "mux_share": 0,
  "ff_count": 0,
  "ys_cells": 32,
  "fp.dieW_um": 80,
  "power_density_mw_per_mm2": 286,
  "final-hold-violation-count": 0,
  "via_per_inst": 3.73,
  "core_mm2": 0.00342,
  "syn_area_um2": 360,
  "rsz0062_at_grt": "false",
  "cp_max_fo": 1,
  "wl_per_cell_um": 15.2,
  "avgSynthCellArea_um2": 11.3,
  "regArea_um2": 0,
  "m1WireLength_mm": 1.08,
  "antenna_found_initial": 0,
  "ant_nets": 0,
  "synthCells": 32,
  "n_antenna_cell": 0,
  "hold_path_end": "o[30]",
  "slew_headroom": 0.952,
  "ys_sh_aoi": 0,
  "fin_crit_sh": 0.984,
  "grt_first_pass_wirelength_mm": 4.70
}
-- power breakdown --
| group | leakage, nW | internal [mW] | switching [mW] |
|---|---|---|---|
| combinational | 0.701 | 0.325 | 0.0966 |
| clock | 0 | 0 | 0 |
| sequential | 0 | 0 | 0 |
-- repair_timing --
action	CTS	global route
gates resized	197	40
endpoints found under the hold margin	0	0
endpoints found under the setup margin	32	22
pin swaps	28	19
hold buffers	0	0
-- cells in the mapped netlist --
cell	number	area [um2]
maj3_2	32	360
-- metrics by stage --
| stage | util | cell area, um2 | setup TNS (ps) | hold slack [ps] |
|---|---|---|---|---|
| floorplan | - | 360 | 0 | 562 |
| global placement | 0.497 | 1700 | -15160 | 1520 |
| detailed placement | 0.497 | 1700 | -15280 | 1520 |
| CTS | 0.417 | 1420 | 0 | 880 |
| global route | 0.432 | 1470 | 0 | 895 |
| finish | 0.432 | 1470 | 0 | 850 |
-- layer usage --
metal | vias up | track usage
li1 | 384 | -
met1 | 324 | 0.0929
met2 | 61 | 0.174
met3 | 0 | 0.0386
met4 | 0 | 0
met5 | - | 0
-- layout by cell type, fill, tap and decap left out, drive strengths merged --
| master | Yosys | routed |
|---|---|---|
| dlygate4sd2 | 0 | 52 |
| clkdlybuf4s15 | 0 | 44 |
| maj3 | 32 | 32 |
| buf | 0 | 32 |
-- worst max-delay path, cell delays in order --
cell           delay [ps]
dlygate4sd2_1         240
maj3_2                290
buf_2                 110
-- how the worst max path moves through the flow --
stage | from | end | slack (ps)
CTS | z[11] | o[11] | 2
finish | x[5] | o[5] | 20
global route | y[9] | o[9] | 0.5
-- kinds of logic after synthesis --
| family | Yosys count |
|---|---|
| adder cells (fa/ha/maj) | 32 |
-- final cells by class --
class                           count  area [um2]  area share
Timing Repair Buffer              128        1060       0.716
Multi-Input combinational cell     32         360       0.244
Tap cell                           46        57.6      0.0390
Power is estimated from default activity; no workload was simulated.
