## constraint.sdc

```tcl
current_design sqrt_pipelined

set clk_period 4.9
set clk_io_pct 0.2

create_clock -name clk0 -period $clk_period [get_ports {clk}]

set non_clock_inputs [all_inputs -no_clocks]
set_input_delay [expr $clk_period * $clk_io_pct] -clock clk0 $non_clock_inputs
set_output_delay [expr $clk_period * $clk_io_pct] -clock clk0 [all_outputs]
```

## config.mk

```make
export PLATFORM = sky130hd
export DESIGN_NAME = sqrt_pipelined
export DESIGN_NICKNAME = sqrt_pipelined
export VERILOG_FILES = /design/flow/design.v
export SDC_FILE = /design/flow/constraint.sdc
export NUM_CORES = 4
export LEC_CHECK = 1
export CORE_UTILIZATION = 40
```

## design.v

```verilog
`timescale 1ns / 1ps
module sqrt_pipelined
  (
   input                        clk,         
   input                        reset_n,     
   input                        start,       
   input [INPUT_BITS-1:0]       radicand,    
   output reg                   data_valid,  
   output reg [OUTPUT_BITS-1:0] root         
   );
  parameter
    INPUT_BITS   = 16;  
  localparam
    OUTPUT_BITS  = INPUT_BITS / 2 + INPUT_BITS % 2;  
  reg [OUTPUT_BITS-1:0]         start_gen;  
  reg [OUTPUT_BITS*INPUT_BITS-1:0] root_gen;  
  reg [OUTPUT_BITS*INPUT_BITS-1:0] radicand_gen;  
  wire [OUTPUT_BITS*INPUT_BITS-1:0] mask_gen;  
  always @ (posedge clk or negedge reset_n) begin
    if (!reset_n) begin
      start_gen[0]                 <= 0;
      radicand_gen[INPUT_BITS-1:0] <= 0;
      root_gen[INPUT_BITS-1:0]     <= 0;
    end
    else begin
      start_gen[0] <= start;
      if ( mask_gen[INPUT_BITS-1:0] <= radicand ) begin
        radicand_gen[INPUT_BITS-1:0] <= radicand - mask_gen[INPUT_BITS-1:0];
        root_gen[INPUT_BITS-1:0] <= mask_gen[INPUT_BITS-1:0];
      end
      else begin
        radicand_gen[INPUT_BITS-1:0] <= radicand;
        root_gen[INPUT_BITS-1:0] <= 0;
      end
    end
  end
  generate
    genvar i;
    for (i = 0; i < OUTPUT_BITS; i = i + 1) begin: mask_4
      if (i % 2)  
        assign mask_gen[INPUT_BITS*(OUTPUT_BITS-i)-1:INPUT_BITS*(OUTPUT_BITS-i-1)]  = 4 << 4 * (i/2);
      else  
        assign mask_gen[INPUT_BITS*(OUTPUT_BITS-i)-1:INPUT_BITS*(OUTPUT_BITS-i-1)]  = 1 << 4 * (i/2);
    end
    for (i = 0; i < OUTPUT_BITS - 1; i = i + 1) begin: pipeline
      always @ (posedge clk or negedge reset_n) begin : pipeline_stage
        if (!reset_n) begin
          start_gen[i+1]                                    <= 0;
          radicand_gen[INPUT_BITS*(i+2)-1:INPUT_BITS*(i+1)] <= 0;
          root_gen[INPUT_BITS*(i+2)-1:INPUT_BITS*(i+1)]     <= 0;
        end
        else begin
          start_gen[i+1] <= start_gen[i];
          if ((root_gen[INPUT_BITS*(i+1)-1:INPUT_BITS*i] + 
               mask_gen[INPUT_BITS*(i+2)-1:INPUT_BITS*(i+1)]) <= radicand_gen[INPUT_BITS*(i+1)-1:INPUT_BITS*i]) begin
	    radicand_gen[INPUT_BITS*(i+2)-1:INPUT_BITS*(i+1)] <= radicand_gen[INPUT_BITS*(i+1)-1:INPUT_BITS*i] - 
                                                                 mask_gen[INPUT_BITS*(i+2)-1:INPUT_BITS*(i+1)] - 
                                                                 root_gen[INPUT_BITS*(i+1)-1:INPUT_BITS*i];
	    root_gen[INPUT_BITS*(i+2)-1:INPUT_BITS*(i+1)] <= (root_gen[INPUT_BITS*(i+1)-1:INPUT_BITS*i] >> 1) + 
                                                             mask_gen[INPUT_BITS*(i+2)-1:INPUT_BITS*(i+1)];
          end
          else begin
	    radicand_gen[INPUT_BITS*(i+2)-1:INPUT_BITS*(i+1)] <= radicand_gen[INPUT_BITS*(i+1)-1:INPUT_BITS*i];
	    root_gen[INPUT_BITS*(i+2)-1:INPUT_BITS*(i+1)]     <= root_gen[INPUT_BITS*(i+1)-1:INPUT_BITS*i] >> 1;
          end
        end
      end
    end
  endgenerate
  always @ (posedge clk or negedge reset_n) begin
    if (!reset_n) begin
      data_valid <= 0;
      root       <= 0;
    end
    else begin
      data_valid <= start_gen[OUTPUT_BITS-1];
      if (root_gen[OUTPUT_BITS*INPUT_BITS-1:OUTPUT_BITS*INPUT_BITS-INPUT_BITS] > root_gen[OUTPUT_BITS*INPUT_BITS-1:OUTPUT_BITS*INPUT_BITS-INPUT_BITS])
        root <= root_gen[OUTPUT_BITS*INPUT_BITS-1:OUTPUT_BITS*INPUT_BITS-INPUT_BITS] + 1;
      else
        root  <= root_gen[OUTPUT_BITS*INPUT_BITS-1:OUTPUT_BITS*INPUT_BITS-INPUT_BITS];
    end
  end
endmodule
```

## run.sh

```bash
#!/bin/bash
# OpenROAD 26Q1-2900-gdf79404cd8, Yosys 0.63+post, stock flow scripts
make -C /OpenROAD-flow-scripts/flow DESIGN_CONFIG=/design/flow/config.mk WORK_HOME=/design/flow/orfs finish
```

==> run_summary.xml <==
<?xml version="1.0" encoding="UTF-8"?>
<metrics>
  <group name="pwr">
    <metric name="seqPwrFrac" unit="%">27.7</metric>
    <metric name="internal-power" unit="µW">4410</metric>
    <metric name="combinationalPowerShare" unit="%">54.5</metric>
    <metric name="clock_group_share_of_total_power" unit="%">17.8</metric>
    <metric name="power_density" unit="mW/mm²">689</metric>
    <metric name="power_leakage" unit="µW">0.00498</metric>
    <metric name="netSwitchingPower" unit="µW">3070</metric>
    <metric name="power.share.switching" unit="%">41.0</metric>
    <metric name="worst_ir_drop_vdd" unit="V">0.000266</metric>
  </group>
  <group name="clock_network">
    <metric name="number_of_post_cts_setup_repair_buffers" unit="">0</metric>
    <metric name="clk_pin_slew_worst_paths" unit="ps">70</metric>
    <metric name="cts_root_buf" unit="">sky130_fd_sc_hd__clkbuf_16</metric>
    <metric name="clock_tree.htree_level_count" unit="">4</metric>
    <metric name="max-clock-path-buffers" unit="">2</metric>
    <metric name="cts_tree" unit="">yes</metric>
    <metric name="holdBufCountCts" unit="">0</metric>
    <metric name="cts_sinks" unit="">165</metric>
    <metric name="clk-insertion-delay-late" unit="ps">420</metric>
    <metric name="cts_made_buffers" unit="">17</metric>
    <metric name="postCtsResizedCells" unit="">0</metric>
  </group>
  <group name="final_layout">
    <metric name="utilization" unit="%">46.2</metric>
    <metric name="highest_count_cells_in_the_layout_ignoring_fill_and_taps" unit="">sky130_fd_sc_hd__dfrtp_1 (165), sky130_fd_sc_hd__ha_1 (125), sky130_fd_sc_hd__inv_1 (116)</metric>
    <metric name="layout_cell_area_excl_fill" unit="mm²">0.0109</metric>
    <metric name="layout_top_cell" unit="">sky130_fd_sc_hd__dfrtp_1</metric>
    <metric name="fill_cells" unit="">2171</metric>
    <metric name="post_layout_nonfiller_instances" unit="">1335</metric>
    <metric name="register_area" unit="mm²">0.00413</metric>
    <metric name="syn2layout_area_growth" unit="%">13.3</metric>
    <metric name="layout-drive-gt1-share" unit="%">6.69</metric>
    <metric name="mi_logic_area" unit="mm²">0.00496</metric>
  </group>
  <group name="final_timing">
    <metric name="clock.fmax" unit="MHz">393</metric>
    <metric name="finalCriticalPeriod" unit="ps">2550</metric>
    <metric name="fin_worst_skew" unit="ps">9.81</metric>
    <metric name="timing.final.crit_share" unit="%">52.0</metric>
    <metric name="tightest_slew" unit="ps">661</metric>
    <metric name="worst_slew_margin_rel" unit="%">55.2</metric>
    <metric name="setup_viol" unit="">0</metric>
    <metric name="final.setup.worst_slack" unit="ps">2350</metric>
    <metric name="setup-tns-final" unit="ps">0</metric>
    <metric name="timing.final.hold_violations" unit="">0</metric>
    <metric name="rsz0062_at_grt" unit="">false</metric>
    <metric name="slew_violations" unit="">0</metric>
  </group>
  <group name="place">
    <metric name="dpl_cell_area" unit="mm²">0.0103</metric>
    <metric name="placed_cells_incl_taps" unit="">1303</metric>
    <metric name="place_hpwl" unit="µm">13300</metric>
    <metric name="pre_cts_ws" unit="ps">2360</metric>
    <metric name="port_buffers" unit="">27</metric>
    <metric name="place_congestion" unit="">0.943</metric>
  </group>
  <group name="global_routing">
    <metric name="grt_start_max_net_pins" unit="">68</metric>
    <metric name="overflow" unit="">0</metric>
    <metric name="grtUsageMet2" unit="%">29.7</metric>
    <metric name="global_route.usage.met3" unit="%">2.31</metric>
    <metric name="grt.total_usage" unit="%">15.7</metric>
    <metric name="number_of_global_route_vias_before_repair" unit="">6666</metric>
    <metric name="wire_length_of_the_first_global_routing_pass" unit="µm">30000</metric>
    <metric name="grt_util_met1" unit="%">18.3</metric>
    <metric name="number_of_antenna_violations_at_the_first_check_in_global_routing" unit="">0</metric>
    <metric name="busiest_layer" unit="">met2</metric>
  </group>
  <group name="routing">
    <metric name="via_per_inst" unit="">5.00</metric>
    <metric name="wl_per_cell" unit="µm">13.1</metric>
    <metric name="detailedRoute.firstPassIterationCount" unit="">6</metric>
    <metric name="wire_length_reported_by_the_detailed_router" unit="µm">17400</metric>
    <metric name="remaining_drc_errors" unit="">0</metric>
    <metric name="detail_route.antenna_diodes" unit="">0</metric>
    <metric name="via_count" unit="">6670</metric>
    <metric name="antenna_left" unit="">0</metric>
    <metric name="dr.first_iter.drc_count" unit="">202</metric>
  </group>
  <group name="job">
    <metric name="log_warnings" unit="">66</metric>
    <metric name="max-cap-violations" unit="">0</metric>
  </group>
  <group name="floorplan">
    <metric name="die_width" unit="µm">157</metric>
    <metric name="chip_area" unit="mm²">0.0246</metric>
    <metric name="io-pin-count" unit="">28</metric>
    <metric name="coreArea" unit="mm²">0.0235</metric>
    <metric name="dieHeight" unit="µm">157</metric>
    <metric name="initial_utilization" unit="%">40.8</metric>
    <metric name="placement_rows" unit="">56</metric>
  </group>
  <group name="worst_hold_path">
    <metric name="hold_path_class" unit="">register to register</metric>
  </group>
  <group name="synth">
    <metric name="postSynthSeqShare" unit="%">43.1</metric>
    <metric name="ys.flops" unit="">165</metric>
    <metric name="post_synth_instance_area" unit="mm²">0.00958</metric>
    <metric name="yosysWarnings" unit="">1</metric>
    <metric name="chip_area_line_of_the_yosys_report" unit="mm²">0.00958</metric>
    <metric name="synthFlopType" unit="">sky130_fd_sc_hd__dfrtp_1</metric>
    <metric name="syn_inst" unit="">961</metric>
    <metric name="yosysUniqueCellTypes" unit="">80</metric>
    <metric name="async_reset_ff_share" unit="%">100</metric>
    <metric name="yosys_cells" unit="">961</metric>
    <metric name="syn_area_per_cell" unit="µm²">9.97</metric>
    <metric name="synth-edff-count" unit="">0</metric>
  </group>
  <group name="setup_path">
    <metric name="critPathLaunchType" unit="">register</metric>
    <metric name="worst-endpoint-required" unit="ps">5200</metric>
    <metric name="end_kind" unit="">register</metric>
    <metric name="critical_path.max_fanout" unit="">4</metric>
    <metric name="rrSetupSlack" unit="ps">2350</metric>
    <metric name="path_class" unit="">register to register</metric>
    <metric name="wp_data_arrival" unit="ps">2850</metric>
  </group>
  <group name="run_status">
    <metric name="outcome" unit="">finished clean</metric>
  </group>
</metrics>
==> stage by stage <==
stage,hold slack [ps],power [µW]
floorplan,331,5350
global placement,331,6130
detailed placement,335,6160
CTS,349,7550
global route,350,8230
finish,348,7480
==> sequential cells by signal, indices dropped and copies added, names as in the netlist <==
register	cells
data_valid	1
radicand_gen	112
root	8
root_gen	36
start_gen	8
==> cells by family after synthesis <==
kind of cell	after synthesis	share of synthesized area, %
AND/OR/NAND/NOR	247	13.2
multiplexers	4	0.444
flip-flops	165	43.1
XOR/XNOR	70	6.40
buffers and inverters	129	5.14
AND-OR/OR-AND	221	15.4
adder cells (fa/ha/maj)	125	16.3
==> critical path, cell delays in order (launching register included) <==
cell	delay, ps
sky130_fd_sc_hd__dfrtp_1	390
sky130_fd_sc_hd__inv_1	90
sky130_fd_sc_hd__ha_1	340
sky130_fd_sc_hd__a21oi_1	140
sky130_fd_sc_hd__o21ai_0	190
sky130_fd_sc_hd__a221oi_1	450
sky130_fd_sc_hd__o21ai_0	250
sky130_fd_sc_hd__a31oi_1	230
sky130_fd_sc_hd__mux2_2	360
==> per-layer routing <==
metal / vias to the layer above / part of all wire [%]
met4: 0 / 3.3
met5: - / 0
li1: 3390 / -
met1: 3146 / 40
met3: 36 / 2.4
met2: 98 / 54
==> final timing paths <==
path	startpoint	endpoint	depth (start not counted)
setup / recovery	radicand_gen[36]$_DFF_PN0_	radicand_gen[63]$_DFF_PN0_	8
hold / removal	root_gen[114]$_DFF_PN0_	root[2]$_DFF_PN0_	0
setup reg to reg	radicand_gen[36]$_DFF_PN0_	radicand_gen[63]$_DFF_PN0_	8
hold reg to reg	root_gen[114]$_DFF_PN0_	root[2]$_DFF_PN0_	0
max in group asynchronous	reset_n	radicand_gen[10]$_DFF_PN0_	2
min in group asynchronous	reset_n	radicand_gen[99]$_DFF_PN0_	1
==> cell type report <==
| class | count | area share (%) |
|---|---|---|
| multi-input combinational | 667 | 45.7 |
| clock buffer | 17 | 3.92 |
| tap | 319 | 3.68 |
| clock inverter | 15 | 1.54 |
| sequential | 165 | 38.0 |
| inverter | 117 | 4.05 |
| timing repair buffer | 35 | 3.05 |
==> power by group through the flow <==
stage,combinational [µW],clock [µW],sequential (µW)
CTS,4100,1370,2080
global route,4660,1440,2130
finish,4070,1330,2070
==> cell usage after synthesis (9+ instances only) <==
master                     instances  area [µm²]
sky130_fd_sc_hd__inv_1           116         435
sky130_fd_sc_hd__o21bai_1          9        67.6
sky130_fd_sc_hd__nor3_1           14        70.1
sky130_fd_sc_hd__xnor2_1          36         315
sky130_fd_sc_hd__nor2b_1          12        75.1
sky130_fd_sc_hd__nand2b_1         21         131
sky130_fd_sc_hd__dfrtp_1         165        4130
sky130_fd_sc_hd__ha_1            125        1560
sky130_fd_sc_hd__nand2_1          52         195
sky130_fd_sc_hd__a21oi_1          71         355
sky130_fd_sc_hd__o21a_1            9        67.6
sky130_fd_sc_hd__o21ai_0          51         255
sky130_fd_sc_hd__nor2_1           82         308
sky130_fd_sc_hd__nand3_1          14        70.1
sky130_fd_sc_hd__xor2_1           34         298
No activity file was given, so power comes from the tool's default toggle rates.
